===== flow/run.sh =====
#!/bin/bash
# OpenROAD 26Q1-2900-gdf79404cd8, Yosys 0.63+post, stock flow scripts
make -C /OpenROAD-flow-scripts/flow DESIGN_CONFIG=/design/flow/config.mk WORK_HOME=/design/flow/orfs finish

===== flow/config.mk =====
export PLATFORM = sky130hd
export DESIGN_NAME = mat3x3_q12
export DESIGN_NICKNAME = mat3x3_q12
export VERILOG_FILES = /design/flow/design.v
export SDC_FILE = /design/flow/constraint.sdc
export NUM_CORES = 4
export LEC_CHECK = 1
export CORE_UTILIZATION = 50

===== flow/constraint.sdc =====
current_design mat3x3_q12

set clk_period 33.5
set clk_io_pct 0.2

create_clock -name clk0 -period $clk_period

set non_clock_inputs [all_inputs -no_clocks]
set_input_delay [expr $clk_period * $clk_io_pct] -clock clk0 $non_clock_inputs
set_output_delay [expr $clk_period * $clk_io_pct] -clock clk0 [all_outputs]

===== flow/design.v =====
module mat3x3_q12 #(
  parameter W=24,
  parameter FRAC=12
)(
  input  signed [W-1:0] x_in, y_in, z_in,
  input  signed [W-1:0] m00,m01,m02,m10,m11,m12,m20,m21,m22,
  output signed [W-1:0] x_out, y_out, z_out
);
  function [W-1:0] mult_q;
    input signed [W-1:0] a,b;
    reg signed [2*W-1:0] p;
    begin p = a*b + (1<<(FRAC-1)); mult_q = p >>> FRAC; end
  endfunction
  wire signed [W-1:0] x0 = mult_q(m00, x_in);
  wire signed [W-1:0] x1 = mult_q(m01, y_in);
  wire signed [W-1:0] x2 = mult_q(m02, z_in);
  wire signed [W-1:0] y0 = mult_q(m10, x_in);
  wire signed [W-1:0] y1 = mult_q(m11, y_in);
  wire signed [W-1:0] y2 = mult_q(m12, z_in);
  wire signed [W-1:0] z0 = mult_q(m20, x_in);
  wire signed [W-1:0] z1 = mult_q(m21, y_in);
  wire signed [W-1:0] z2 = mult_q(m22, z_in);
  wire signed [W-1:0] t01, sx, t23, sy, t45, sz;
  sat_add #(W) ax0 (.a(x0), .b(x1), .y(t01));
  sat_add #(W) ax1 (.a(t01), .b(x2), .y(sx));
  sat_add #(W) ay0 (.a(y0), .b(y1), .y(t23));
  sat_add #(W) ay1 (.a(t23), .b(y2), .y(sy));
  sat_add #(W) az0 (.a(z0), .b(z1), .y(t45));
  sat_add #(W) az1 (.a(t45), .b(z2), .y(sz));
  assign x_out = sx; assign y_out = sy; assign z_out = sz;
endmodule
module sat_add #(parameter W=24) (
  input  signed [W-1:0] a,
  input  signed [W-1:0] b,
  output signed [W-1:0] y
);
  wire signed [W:0] s = a + b;
  assign y = (s[W] ^ s[W-1]) ? (s[W] ? {1'b1,{(W-1){1'b0}}} : {1'b0,{(W-1){1'b1}}}) : s[W-1:0];
endmodule
module sat_clip #(parameter WIN=48, parameter WOUT=24) (
  input  signed [WIN-1:0] din,
  output signed [WOUT-1:0] dout
);
  localparam signed [WIN-1:0] MAXP = {{(WIN-WOUT){1'b0}}, 1'b0, {(WOUT-1){1'b1}}};
  localparam signed [WIN-1:0] MAXN = {{(WIN-WOUT){1'b1}}, 1'b1, {(WOUT-1){1'b0}}};
  assign dout = (din > MAXP) ? MAXP[WOUT-1:0] :
                (din < MAXN) ? MAXN[WOUT-1:0] :
                din[WOUT-1:0];
endmodule

==> results.txt <==
Results of the implementation run.

The flow ran to the end, and the final reports show no timing, DRC or antenna violations. The overall die size recorded for this design is 310000 µm². The number of global-route vias before repair is 120411.

The placed standard-cell area came out at 162000 µm². The share of synthesized area occupied by flip-flops and latches came out at 0. The minimum clock period after layout came out at 27.54 ns. The post-cts sizing count is 0. The aggregate global-route resource usage came out at 0.323. The multi-input combinational cells in the finished layout cover a total of 134000 µm². The most common cell in the synthesized netlist is sky130_fd_sc_hd__inv_1. The global-route wire length before repair came out at 700000 µm. The gate-level netlist out of Yosys references 90 unique cell types.

The routing layer with the top usage in global route is met2. The antenna violation net count after detailed routing came out at 0. The global-route track usage on met3 is 0.144. Cell internal power was estimated by the tool at 74.0 mW. In this run, the number of DRC markers left after iteration 0 of detailed routing was 3916. The area of the synthesized netlist per yosys stat came out at 154000 µm².

The share of final-layout standard cells stronger than drive strength 1 came out at 0.0294. The final period utilization is 0.822. The met2 usage in global routing is 0.498. The logs give a warning total of 32. The fmax is 36.3 MHz. The timing report shows the most common cell along the critical path to be sky130_fd_sc_hd__fa_1.

The total number of yosys warnings is 1. For the worst setup path, the data arrival time is 20.84 ns. The post-synth design cell area is 154000 µm². The half-perimeter wire length after placement came out at 348000 µm. The static power due to leakage came out at 82.4 nW. The area fraction of the largest cell type after synthesis is 0.532.

The number of hold buffers added after CTS is 0. The largest single stage delay on the critical path is 0.62 ns. The worst setup path is captured at a primary output. The worst voltage drop across the vdd grid is 3720 µV.

The design draws 186 mW. Per the slew report, the remaining headroom to the max-slew limit stands at 0.244. The number of antenna violations at the first check in global routing is 31. The met1 usage in global routing came out at 0.430. The final RePlAce weighted congestion is 0.999. The count of TritonRoute iterations in the first routing pass came out at 8. The maximum number of pins on one net before global-route repair is 56. The slowest cell on the critical path is sky130_fd_sc_hd__buf_4. The boundary pin count came out at 360.

Setup repair after global routing left no endpoint under its margin. By count the netlist is led by sky130_fd_sc_hd__inv_1, sky130_fd_sc_hd__fa_1, sky130_fd_sc_hd__nand2_1. The count of unresolved DRC violations after routing came out at 0.

Summed over all layers, the routed wires come to 437000 µm. The horizontal die dimension reported for this design is 557 µm. The final cell area excluding filler cells came out at 162000 µm². The max-slew violation total from the final report came out at 0. STA lists the startpoint of the worst hold path as z_in[21].

The per-instance average area after synthesis is 8.88 µm². The number of cells on the worst hold path came out at 12. The final cell count without fillers came out at 21284.

The number of cells after detailed placement came out at 21264. The yosys stat cell total is 17333. The final setup violation count came out at 0. Of all cell types, the one taking the most synthesized area is sky130_fd_sc_hd__fa_1. The average via count per standard cell is 5.12. The end-of-flow core utilization came out at 0.529. The required time of the critical path is 26.80 ns.

Per the layout report, the design carries 28549 filler cells. The height of the die is 557 µm. The switching power is 112 mW. The layout report lists the combined flip-flop and latch area as 0 µm². The biggest fanout along the worst timing path came out at 40. The post-CTS repair timing setup buffer count is 0. According to the floorplan log, the row count is 203. The via count came out at 109009.

The area overhead of the layout relative to synthesis is 5.06%. The main area contributors are sky130_fd_sc_hd__fa_1, sky130_fd_sc_hd__inv_1, sky130_fd_sc_hd__ha_1. The placeable core area is 306000 µm². The number of failing hold endpoints at the final stage came out at 0. The max-cap violation count is 0. The number of buffers inserted by port buffering is 360. Adding up every negative setup slack in the final design gives 0 ns. The final-layout clock buffer total came out at 0. The critical path is of the in -> out type. The number of sequential cells reported for the layout is 0. The post-detailed-route wirelength per cell came out at 20.5 µm. The instance tally after logic synthesis came out at 17333.

The worst setup path is launched from a primary input. The effective utilization at floorplan is 0.503. The endpoint of the worst hold path is reported as x_out[23]. The type of the tightest min-delay check is in -> out. The power per unit of standard cell area came out at 1150 nW/µm².

The total congestion overflow after global routing came out at 0. The switching power share of the total came out at 0.602. The slew at the pin closest to its max-slew limit is 1.13 ns.
## cell families (layout without fill, tap and decap cells)
logic type,after synthesis,in the layout,synth area share
buffers and inverters,5390,5221,0.132
adders and majority gates,5300,5300,0.630
and+or+nand+nor,5204,5204,0.168
AOI/OAI and AO/OA,829,829,0.0351
xor gates and xnor gates,609,609,0.0349
muxes,1,1,0.0000650
other,0,20,0
## worst max-delay path by stage
stage     startpoint       end  slack (ns)  depth (start not counted)
6_report     x_in[5]  y_out[4]        5.96                         54
4_1_cts      x_in[5]  y_out[4]        5.81                         54
5_1_grt     x_in[17]  y_out[4]        4.85                         53
## critical path: cells and delay by family
family | cells | cell delay (ns)
adders and majority gates | 11 | 4.82
xor gates and xnor gates | 2 | 0.27
and+or+nand+nor | 13 | 2.07
buffers and inverters | 10 | 2.15
AOI/OAI and AO/OA | 18 | 4.77
## final cells by class
| class | count | area share |
|---|---|---|
| Tap cell | 4100 | 0.0317 |
| Antenna cell | 20 | 0.000309 |
| Inverter | 4492 | 0.104 |
| Multi-Input combinational cell | 11943 | 0.827 |
| Timing Repair Buffer | 729 | 0.0371 |
## metrics by stage
step           setup WS [ns]  hold WS (ns)
2_1_floorplan           8.99         14.08
3_3_place_gp            5.90         15.47
3_5_place_dp            5.87         15.47
4_1_cts                 5.81         15.47
5_1_grt                 4.85         15.65
6_report                5.96         15.47
## per-layer routing
metal / up-vias / routed length [µm]
met4: 20 / 17800
li1: 48987 / -
met2: 4049 / 207000
met1: 55301 / 161000
met5: - / 253
met3: 652 / 50000
## cell usage in the layout, fill, tap and decap left out, types with 110 or more instances in the layout
cell / count
sky130_fd_sc_hd__a21o_1: 125
sky130_fd_sc_hd__a21oi_1: 264
sky130_fd_sc_hd__and2_1: 2164
sky130_fd_sc_hd__buf_4: 369
sky130_fd_sc_hd__clkdlybuf4s50_1: 287
sky130_fd_sc_hd__fa_1: 4092
sky130_fd_sc_hd__ha_1: 1188
sky130_fd_sc_hd__inv_1: 4492
sky130_fd_sc_hd__nand2_1: 2410
sky130_fd_sc_hd__nand2b_1: 110
sky130_fd_sc_hd__nor2_1: 215
sky130_fd_sc_hd__o21ai_0: 152
sky130_fd_sc_hd__xnor2_1: 459
sky130_fd_sc_hd__xor2_1: 146
No activity file was given, so power comes from the tool's default toggle rates.
