--- ./run.sh ---
#!/bin/bash
# OpenROAD 26Q1-2900-gdf79404cd8, Yosys 0.63+post, stock flow scripts
make -C /OpenROAD-flow-scripts/flow DESIGN_CONFIG=/design/flow/config.mk WORK_HOME=/design/flow/orfs finish
--- ./config.mk ---
export PLATFORM = sky130hd
export DESIGN_NAME = iir_notch2
export DESIGN_NICKNAME = iir_notch2
export VERILOG_FILES = /design/flow/design.v
export SDC_FILE = /design/flow/constraint.sdc
export NUM_CORES = 4
export LEC_CHECK = 1
export CORE_UTILIZATION = 40
--- ./constraint.sdc ---
current_design iir_notch2

set clk_period 16.3
set clk_io_pct 0.2

create_clock -name clk0 -period $clk_period [get_ports {clk}]

set non_clock_inputs [all_inputs -no_clocks]
set_input_delay [expr $clk_period * $clk_io_pct] -clock clk0 $non_clock_inputs
set_output_delay [expr $clk_period * $clk_io_pct] -clock clk0 [all_outputs]
--- ./design.v ---
module iir_notch2 #(
  parameter W=24,
  parameter FRAC=12
)(
  input                       clk,
  input                       rst_n,
  input  signed [W-1:0]       din,
  input                       din_valid,
  input  signed [W-1:0]       b1,    
  input  signed [W-1:0]       a1,    
  input  signed [W-1:0]       a2,    
  output reg signed [W-1:0]   dout,
  output reg                  dout_valid
);
  reg signed [W-1:0] x1, x2, y1, y2;
  function [W-1:0] mult_q;
    input signed [W-1:0] a, b;
    reg signed [2*W-1:0] p;
    begin p = a*b + (1<<(FRAC-1)); mult_q = p >>> FRAC; end
  endfunction
  wire signed [W-1:0] t1 = mult_q(b1, x1);
  wire signed [W-1:0] t2 = mult_q(a1, y1);
  wire signed [W-1:0] t3 = mult_q(a2, y2);
  wire signed [W:0] ypre = $signed(din) + $signed(t1) + $signed(x2) - $signed(t2) - $signed(t3);
  wire signed [W-1:0] ys = (ypre[W]^ypre[W-1]) ? (ypre[W] ? {1'b1,{(W-1){1'b0}}} : {1'b0,{(W-1){1'b1}}}) : ypre[W-1:0];
  always @(posedge clk or negedge rst_n) begin
    if(!rst_n) begin x1<=0; x2<=0; y1<=0; y2<=0; dout<=0; dout_valid<=1'b0; end
    else begin
      dout_valid <= 1'b0;
      if(din_valid) begin
        dout <= ys; dout_valid <= 1'b1;
        x2 <= x1; x1 <= din;
        y2 <= y1; y1 <= ys;
      end
    end
  end
endmodule
==> notes.md <==
Here are the numbers from the latest Yosys + OpenROAD run.

The sum of overflow across all layers after global routing is 0. The post-CTS setup buffer count came out at 0. The minimum clock period after layout is 14.66 ns. The via total after detailed routing is approximately 37k.

The total number of yosys warnings is 1. Per the STA report, the cell with the highest stage delay on the worst path is sky130_fd_sc_hd__clkdlybuf4s50_1. The CTS tree is yes. The endpoint of the most critical register-to-register path is y1[12]$_DFFE_PN0P_. According to the floorplan report, the placeable core area is between 100000 and 150000 um2. The count of final max-slew check failures is 0. The total negative setup slack is 0 ns.

The count of pins on the block boundary is ~120. STA classifies the critical path startpoint as an input port. The register bit total from synthesis is 97. The number of endpoints failing setup at the final stage came out at 0.

STA lists the startpoint of the worst register-to-register path as y1[6]$_DFFE_PN0P_. At the pin with the least slew margin, the transition time is around 0.85 ns. Per the OpenROAD floorplan log, the height of the die is roughly 370 um. The overall fraction of global-route tracks in use came out at a little under a quarter.

The register-to-register setup slack came out at 4.51 ns. The worst setup path startpoint is a1[6]. In the final routed layout, each cell accounts on average for roughly 19 um. The wire length of the first global-routing pass is about 240000 um. The count of flip-flops with a built-in enable after synthesis is 0. The pre-antenna-repair detailed-routing pass consisted of 5 iterations.

The vias per cell is roughly 4.8. In this run the cell area of the synthesized design comes to around 55000 um2. The total instance count after detailed placement is 7699. The async set-reset flop share out of synthesis came out at around 100%.

The iteration-0 DRC count of the detailed router is roughly 1.3k. Setup repair after global routing left no endpoint under its margin. The multi-input gate area in the final layout is 46000 um2. The clock transition at the register clock pins on the worst setup and hold paths after CTS came out at around 0.070 ns. The worst path setup slack after routing came out at approximately 1.6 ns. The number of antenna violations at the first check in global routing is 4.

According to the timing report, the data required time at the worst endpoint equals 16.60 ns. The max-capacitance violation count came out at 0. Per the post-route antenna check, the number of violating nets is 0. The relative slew slack is about 43%. The sequential area share after synthesis is under 10%. The critical path is of the input port to flip-flop type. The number of cell instances after yosys synthesis came out at slightly below 6k.

The maximum operating frequency came out at around 0.068 GHz. The number of port buffers is ~120. The start point of the worst min-delay path is y1[0]$_DFFE_PN0P_. The final worst-path cycle share came out at between 80% and 90%.

The number of warning messages in the logs is 25. The flow ran to the end, and the final reports show no timing, DRC or antenna violations. In the synthesized netlist the dominant register cell turns out to be sky130_fd_sc_hd__dfrtp_1. The share of the synthesized area in the top cell type is between 50% and 60%. The number of instances resized during post-cts repair is 0. The register area is ~2400 um2. The H-tree depth reported by CTS is 3. The placer congestion estimate came out at ~0.95. Following the worst setup path forward leads to its endpoint at y1[12]$_DFFE_PN0P_. The post-route cell area came out at 58900 um2. The delay of the slowest cell on the worst path came out at between 0.8 and 0.9 ns. STA classifies the critical path endpoint as a flip-flop. The synthesis-to-layout area growth came out at 6.81%.

The number of hold-repair buffers added at the cts stage is 0. The number of global-route vias before repair is ~42k. The post-detailed-routing wire length is 144000 um.

According to the CTS report, the clock sink count is between 90 and 100. The netlist uses 64 different library cells. Data on the critical path arrives at its endpoint at 14.96 ns. The number of rows in the core area is about 140. The final standard cell count with taps included and fillers excluded came out at 7718. Entering global routing, the biggest net connects 49 pins.

The pre-CTS setup slack is 1.24 ns. Per the skew report, the later register of the worst-skew pair sees a clock latency of between 0.3 and 0.4 ns. The total half-perimeter wirelength after legalization and detailed placement is ~120000 um. The number of CTS-inserted buffers came out at 9. The cell seen most often among critical-path stages is sky130_fd_sc_hd__fa_1.

The initial standard-cell utilization of the core came out at 40.5%. The fraction of final layout cells sized beyond drive strength 1 came out at 4.30%. Counting cells, the worst reg-to-reg path comes to 39. The final hold violation count came out at 0. The post-place instance area is approximately 59000 um2. The chip area from the yosys synthesis statistics came out at approximately 55000 um2. The number of design rule violations left after detail routing is 0. The maximum clock path buffer count is 2. The die is about 370 um wide. In this run the mean area of a mapped cell was roughly 9.3 um2.

The root cell of the clock tree is sky130_fd_sc_hd__clkbuf_16. According to the floorplan report, the total die area is approximately 140000 um2.

The filler cell count came out at roughly 13k. The main area contributors are sky130_fd_sc_hd__fa_1, sky130_fd_sc_hd__inv_1, sky130_fd_sc_hd__ha_1, sky130_fd_sc_hd__and2_1, sky130_fd_sc_hd__nand2_1. Along the worst path, the maximum fanout reaches 18. sky130_fd_sc_hd__fa_1 takes more of the synthesized area than any other cell. The min-delay analysis places its worst path in the category flip-flop to flip-flop. The number of cells produced by synthesis came out at approximately 5.9k. The worst clock skew on the final layout is roughly 0.017 ns.
[worst max-delay path, delay by kind of cell]
family,cells,cell delay [ns]
simple gates,11,2.32
xor+xnor,3,1.16
fa+ha+maj,12,5.60
compound gates,8,1.44
buf+inv,7,1.14
[area by class of cell]
type | instances | share of cell area (%)
inverters | 1528 | 9.73
clock inverters | 7 | 0.117
multi-input cells | 4027 | 78.0
diodes | 3 | 0.0127
flip-flops and latches | 97 | 4.12
well taps | 1781 | 3.78
clock buffers | 9 | 0.382
repair buffers | 266 | 3.90
[routing by layer]
layer	track usage [%]	vias up	routed length, um
li1	-	16900	-
met5	0	-	13
met2	35.1	1381	65700
met3	11.3	107	16800
met4	2.65	2	1760
met1	34.0	19000	59400
[synthesized netlist by cell type, types with 2 or more instances]
library cell,number
sky130_fd_sc_hd__clkbuf_1,276
sky130_fd_sc_hd__nand4_1,5
sky130_fd_sc_hd__xor2_1,48
sky130_fd_sc_hd__nand3b_1,3
sky130_fd_sc_hd__and4_1,3
sky130_fd_sc_hd__a31oi_1,4
sky130_fd_sc_hd__buf_2,2
sky130_fd_sc_hd__o21a_1,21
sky130_fd_sc_hd__nor3_1,22
sky130_fd_sc_hd__and3_1,7
sky130_fd_sc_hd__xnor2_2,3
sky130_fd_sc_hd__a21o_1,24
sky130_fd_sc_hd__fa_1,1434
sky130_fd_sc_hd__dfrtp_1,97
sky130_fd_sc_hd__buf_6,2
sky130_fd_sc_hd__a41o_1,2
sky130_fd_sc_hd__nand3_1,17
sky130_fd_sc_hd__or2_2,10
sky130_fd_sc_hd__o22ai_1,2
sky130_fd_sc_hd__a31o_2,3
sky130_fd_sc_hd__or3_1,4
sky130_fd_sc_hd__nor2b_1,29
sky130_fd_sc_hd__o31ai_1,4
sky130_fd_sc_hd__a211o_1,3
sky130_fd_sc_hd__a221o_1,6
sky130_fd_sc_hd__a21oi_1,58
sky130_fd_sc_hd__inv_1,1528
sky130_fd_sc_hd__o2bb2ai_1,5
sky130_fd_sc_hd__ha_1,372
sky130_fd_sc_hd__o211ai_1,7
sky130_fd_sc_hd__nand2_1,820
sky130_fd_sc_hd__o21bai_1,7
sky130_fd_sc_hd__a211oi_1,6
sky130_fd_sc_hd__o21ai_0,39
sky130_fd_sc_hd__o21ai_1,9
sky130_fd_sc_hd__a22oi_1,6
sky130_fd_sc_hd__mux2_2,70
sky130_fd_sc_hd__nor2_1,72
sky130_fd_sc_hd__and2_1,699
sky130_fd_sc_hd__nand4b_1,2
sky130_fd_sc_hd__nand2b_1,44
sky130_fd_sc_hd__xnor2_1,136
[flip-flops by register name, summed over array words and instances, names as in the netlist]
| name | flops |
|---|---|
| x1 | 24 |
| x2 | 24 |
| dout_valid | 1 |
| y2 | 24 |
| y1 | 24 |
[placed cells by master (no fill, tap or decap), types with 7 or more instances in the layout]
cell type and instances:
sky130_fd_sc_hd__inv_1 1528, sky130_fd_sc_hd__fa_1 1434, sky130_fd_sc_hd__nand2_1 820, sky130_fd_sc_hd__and2_1 699, sky130_fd_sc_hd__ha_1 372, sky130_fd_sc_hd__buf_4 145, sky130_fd_sc_hd__xnor2_1 136, sky130_fd_sc_hd__clkdlybuf4s50_1 121
sky130_fd_sc_hd__dfrtp_1 97, sky130_fd_sc_hd__nor2_1 72, sky130_fd_sc_hd__mux2_2 70, sky130_fd_sc_hd__a21oi_1 58, sky130_fd_sc_hd__xor2_1 48, sky130_fd_sc_hd__nand2b_1 44, sky130_fd_sc_hd__o21ai_0 39, sky130_fd_sc_hd__nor2b_1 29
sky130_fd_sc_hd__a21o_1 24, sky130_fd_sc_hd__nor3_1 22, sky130_fd_sc_hd__o21a_1 21, sky130_fd_sc_hd__nand3_1 17, sky130_fd_sc_hd__or2_2 10, sky130_fd_sc_hd__o21ai_1 9, sky130_fd_sc_hd__clkbuf_16 9, sky130_fd_sc_hd__o211ai_1 7
sky130_fd_sc_hd__and3_1 7, sky130_fd_sc_hd__o21bai_1 7
[worst min-delay path by stage]
| stage | to | cells after the start |
|---|---|---|
| finish | y1[0]$_DFFE_PN0P_ | 2 |
| CTS | y1[20]$_DFFE_PN0P_ | 1 |
| global route | y1[20]$_DFFE_PN0P_ | 1 |
[kinds of logic (layout without fill, tap and decap cells)]
family,Yosys count,count (layout),synth area share [%]
mux,71,71,1.45
simple gates,1743,1743,15.7
compound gates,220,220,2.66
buf+inv,1809,1810,12.3
fa+ha+maj,1806,1806,60.5
xor+xnor,187,187,3.01
other cells,0,3,0
flops,97,97,4.40
[metrics by stage]
| stage | utilization, % | hold slack, ns |
|---|---|---|
| 3_5_place_dp | 43.1 | 0.481 |
| 3_3_place_gp | 43.1 | 0.482 |
| 6_report | 43.3 | 0.503 |
| 5_1_grt | 43.3 | 0.532 |
| 2_1_floorplan | - | 0.521 |
| 4_1_cts | 43.3 | 0.505 |
