===== design/flow/config.mk =====
export PLATFORM = sky130hd
export DESIGN_NAME = gain_offset_apply
export DESIGN_NICKNAME = gain_offset_apply
export VERILOG_FILES = /design/flow/design.v
export SDC_FILE = /design/flow/constraint.sdc
export NUM_CORES = 4
export LEC_CHECK = 1
export CORE_UTILIZATION = 50

===== design/flow/constraint.sdc =====
current_design gain_offset_apply

set clk_period 31.2
set clk_io_pct 0.2

create_clock -name clk0 -period $clk_period

set non_clock_inputs [all_inputs -no_clocks]
set_input_delay [expr $clk_period * $clk_io_pct] -clock clk0 $non_clock_inputs
set_output_delay [expr $clk_period * $clk_io_pct] -clock clk0 [all_outputs]

===== design/flow/design.v =====
module gain_offset_apply #(
  parameter W=24,
  parameter FRAC=12
)(
  input  signed [W-1:0] din,
  input  signed [W-1:0] offset,
  input  signed [W-1:0] gain,
  output signed [W-1:0] dout
);
  wire signed [W-1:0] din_z = din - offset;
  wire signed [2*W-1:0] p = din_z * gain;
  wire signed [2*W-1:0] pr = p + (1<<(FRAC-1));
  wire signed [W-1:0] s = pr >>> FRAC;
  wire signed [W:0] ext = {s[W-1], s};
  assign dout = (ext[W]^ext[W-1]) ? (ext[W] ? {1'b1,{(W-1){1'b0}}} : {1'b0,{(W-1){1'b1}}}) : s;
endmodule

===== design/flow/run.sh =====
#!/bin/bash
# OpenROAD 26Q1-2900-gdf79404cd8, Yosys 0.63+post, stock flow scripts
make -C /OpenROAD-flow-scripts/flow DESIGN_CONFIG=/design/flow/config.mk WORK_HOME=/design/flow/orfs finish

==> results.yml <==
# flow metrics
run:
  max_cap_viol_count: 0
  warnings: 32
timing:
  relSlewSlack: 0.443
  drv_slew: 0
  rsz0062_at_grt: "no"
  finalCritPeriodShare: 0.728
  fin_tns_setup_ns: 0
  hold_violations: 0
  clock.fmax_mhz: 44.0
  tightest_slew_ns: 0.834
  finalWorstSetupSlack_ns: 8.49
  finalSetupViolations: 0
  min_period_ns: 22.71
synth:
  synth_cell_type_count: 55
  ys_warn_count: 0
  synth_top_area_share: 0.509
  yosys_area_um2: 17900
  synth_area_um2: 17900
  yosysTopAreaCell: "fa_1"
  ys_seq_share: 0
  synth_area_per_cell_um2: 8.85
  area_leaders: "fa_1 51%, inv_1 12%, ha_1 9.7%"
  ys_cells: 2022
  synthCells: 2022
drt:
  detail-route-antenna-nets: 0
  vias: 12500
  drt_iter0_drc: 463
  firstDrtPassIters: 4
  n_antenna_cell: 0
  vias_per_cell: 4.95
  avgRoutedWirePerCell_um: 17.1
  drc_errors: 0
  wl_mm: 43.2
setup_path:
  crit_required_ns: 24.96
  cp_max_fo: 13
  critPathMaxStageDelay_ns: 0.54
  critPathLaunchType: "input port"
  critPathKind: "input port to output port"
  endpoint_kind: "output port"
  slowest_stage: "fa_1"
  arrival_ns: 16.47
  cpMostUsedCell: "fa_1"
place:
  place_hpwl_mm: 34.5
  numPortBuffers: 96
  dpl_worst_slack_ns: 8.47
  place.gp.congestion: 0.931
floorplan:
  die_h_um: 191
  coreArea_um2: 34900
  placementRows: 68
  die_width_um: 191
  initial_core_util: 0.513
  io_pins: 96
  dieArea_um2: 36500
run_status:
  run_status: "completed"
clocking:
  ctsHoldBuffers: 0
  cts_setup_buffers: 0
  cts_resized: 0
grt:
  grt_max_degree: 25
  grtUsageMet1: 0.423
  grtUsageMet2: 0.454
  antenna_found_initial: 0
  grt_pass1_vias: 13900
  grt-ovfl-total: 0
  track_usage: 0.284
  grt_pass1_wl_mm: 73.4
  grt-busiest-layer: "met2"
  gr-usage-met3: 0.0921
hold_path:
  hold_depth: 5
  hold_start: "gain[12]"
  hold_path_end: "dout[23]"
  worstHoldPathType: "input port to output port"
finish:
  clock_buffers: 0
  ff_count: 0
  drive_gt1_frac: 0.0317
  final_common_cell: "inv_1"
  mostFrequentLayoutCells: "565 x inv_1, 455 x fa_1, 253 x and2_1, 215 x nand2_1, 139 x ha_1"
  final_util: 0.559
  area_growth_pct: 8.95
  regArea_um2: 0
per-layer routing:
metal	share of wire	vias to the layer above	wire length (um)
li1	-	5897	-
met1	0.42	6239	18000
met2	0.49	375	21200
met3	0.084	32	3620
met4	0.0094	0	408
met5	0	-	0
logic make-up (layout without fill, tap and decap cells):
| kind of cell | Yosys count | after routing | share of synthesized area |
|---|---|---|---|
| XOR/XNOR | 71 | 71 | 0.0392 |
| multiplexers | 1 | 1 | 0.000560 |
| AND-OR/OR-AND | 108 | 108 | 0.0427 |
| AND/OR/NAND/NOR | 597 | 597 | 0.174 |
| buffers and inverters | 651 | 708 | 0.137 |
| adder cells (fa/ha/maj) | 594 | 594 | 0.606 |
worst max-delay path, delay by kind of cell:
family	cells	cell delay, ns
and+or+nand+nor	7	1.11
AOI/OAI and AO/OA	9	2.39
adders and majority gates	9	4.29
xor gates and xnor gates	4	1.03
buffers and inverters	9	1.37
synth_stat cells, types with 2 or more instances:
| cell type | count |
|---|---|
| inv_1 | 565 |
| fa_1 | 455 |
| and2_1 | 253 |
| nand2_1 | 215 |
| ha_1 | 139 |
| clkbuf_1 | 83 |
| xnor2_1 | 48 |
| nor2b_1 | 35 |
| nor2_1 | 33 |
| a21oi_1 | 30 |
| nand2b_1 | 26 |
| xor2_1 | 17 |
| a21o_1 | 14 |
| o21ai_0 | 12 |
| nand3_1 | 9 |
| o21a_1 | 8 |
| nor3_1 | 7 |
| o211ai_1 | 6 |
| a211oi_1 | 5 |
| a31oi_1 | 5 |
| nand4_1 | 5 |
| o21ai_1 | 3 |
| o31a_1 | 3 |
| o31ai_1 | 3 |
| or2_2 | 3 |
| xnor3_1 | 3 |
| a2111oi_0 | 2 |
| a31o_2 | 2 |
| and3_1 | 2 |
| o2111ai_1 | 2 |
| o21bai_1 | 2 |
| o311ai_2 | 2 |
| or3_1 | 2 |
| xor3_1 | 2 |
metrics by stage:
step	instances	area, um^2	hold slack, ns
final	2534	19500	13.88
after global routing	2534	19500	13.93
after CTS	2534	19500	13.90
after detailed placement	2534	19500	13.89
after global placement	2534	19500	13.90
after floorplan	2022	17900	12.62
how the worst max path moves through the flow:
| stage | from | endpoint | slack, ns | depth (start not counted) |
|---|---|---|---|---|
| finish | offset[8] | dout[23] | 8.49 | 38 |
| global route | offset[8] | dout[23] | 7.91 | 38 |
| CTS | offset[8] | dout[23] | 8.43 | 38 |
final cells by class:
cell class         count  area [um^2]
fillers             3223        15400
inverters            566         2120
multi-input cells   1371        15500
well taps            455          569
repair buffers       142         1310
